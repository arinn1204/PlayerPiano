## ./run.sh

```bash
#!/bin/bash
# OpenROAD 26Q1-2900-gdf79404cd8, Yosys 0.63+post, stock flow scripts
make -C /OpenROAD-flow-scripts/flow DESIGN_CONFIG=/design/flow/config.mk WORK_HOME=/design/flow/orfs finish
```

## ./config.mk

```make
export PLATFORM = sky130hd
export DESIGN_NAME = Adder
export DESIGN_NICKNAME = Adder
export VERILOG_FILES = /design/flow/design.v
export SDC_FILE = /design/flow/constraint.sdc
export NUM_CORES = 4
export LEC_CHECK = 1
export CORE_AREA = 10 10 74 74
export DIE_AREA = 0 0 84 84
```

## ./constraint.sdc

```tcl
current_design Adder

set clk_period 17.9
set clk_io_pct 0.2

create_clock -name clk0 -period $clk_period

set non_clock_inputs [all_inputs -no_clocks]
set_input_delay [expr $clk_period * $clk_io_pct] -clock clk0 $non_clock_inputs
set_output_delay [expr $clk_period * $clk_io_pct] -clock clk0 [all_outputs]
```

## ./design.v

```verilog
`timescale 1ns / 1ps
module Adder(
    input [15:0] OldTotalBus,
    input [15:0] Switch,
    output reg [15:0] NewTotalBus
    );
	 always @ (Switch, OldTotalBus)
		NewTotalBus = (Switch == 16'b0) ? 16'b0: Switch + OldTotalBus;
endmodule
```

==> results.json <==
{
  "run_status": "finished clean",
  "final_layout_top_logic_cell": "sky130_fd_sc_hd__clkdlybuf4s50_1",
  "critPathArrivalTime_ns": 6.25,
  "chip_area_sq_um": 7060,
  "placedCellCount": 219,
  "clockBufferCount": 0,
  "irDropWorstVdd_uv": 11.4,
  "timing.hold.worst.class": "in -> out",
  "setup_viol": 0,
  "max_clock_freq_mhz": 102,
  "synth_cell_types": 43,
  "die_h_um": 84,
  "critical-path-slowest-cell": "sky130_fd_sc_hd__clkdlybuf4s50_1",
  "n_sequential_cell": 0,
  "synthesis.area_sq_um": 902,
  "topCellsByArea": "sky130_fd_sc_hd__ha_1, sky130_fd_sc_hd__a21o_1, sky130_fd_sc_hd__nor3_1, sky130_fd_sc_hd__a21oi_1, sky130_fd_sc_hd__xnor2_1",
  "place_ws_ns": 8.09,
  "row_count": 23,
  "routedWlPerCell_um": 13.8,
  "synth_largest_type_area_fraction": 0.208,
  "pin_count_of_the_biggest_net_entering_global_routing": 14,
  "critical_path_peak_fanout": 4,
  "timing.final.max_slew_violations": 0,
  "grt.total_usage": 0.0824,
  "critPathTopFamily": "buffers and inverters",
  "detail_route.antenna_diodes": 0,
  "synthesis.yosys.warnings": 1,
  "layout.area.comb_sq_um": 848,
  "fin_crit_sh": 0.549,
  "via_count_of_the_first_global_routing_pass": 1088,
  "crit_path_end_kind": "output port",
  "largest_area_contributor_in_the_synthesized_netlist": "sky130_fd_sc_hd__ha_1",
  "worst_hold_slack_ns": 8.30,
  "leakagePower_nw": 0.598,
  "seq_area_sq_um": 0,
  "grt_first_pass_wirelength_um": 5110,
  "place_congestion": 0.812,
  "vias_per_cell": 4.83,
  "openroad.warnings": 32,
  "route.antenna.remaining_nets": 0,
  "final_cell_mix": "sky130_fd_sc_hd__clkdlybuf4s50_1, sky130_fd_sc_hd__ha_1, sky130_fd_sc_hd__nor3_1, sky130_fd_sc_hd__nor2_1, sky130_fd_sc_hd__a21oi_1",
  "post-cts-setup-buffers": 0,
  "powerDensity_nw_per_um2": 34.2,
  "instance_count_on_the_critical_path": 10,
  "wl_um": 3020,
  "firstDrtPassIters": 4,
  "min_period_ns": 9.83,
  "routed-via-count": 1057,
  "finalSetupTns_ns": 0,
  "timing.max_cap.violations": 0,
  "layout-area-overhead-vs-synth_pct": 55.9,
  "syn-mean-instance-area_sq_um": 7.05,
  "detailed_place_hpwl_um": 2630,
  "post_synth_inst_count": 128,
  "crit_path_frequent_cell": "sky130_fd_sc_hd__clkdlybuf4s50_1",
  "report.final.hold_viol_count": 0,
  "seq_area_frac_synth": 0,
  "synth_chip_area_sq_um": 902,
  "start_kind": "input port",
  "fill_cells": 436,
  "worst_slew_pin_slew_ns": 0.483,
  "io_pins": 48,
  "grt-ovfl-total": 0,
  "worst_path_largest_cell_delay_ns": 0.48,
  "number_of_i_o_port_buffers": 48,
  "critical_path_buf_inv_count": 3,
  "required_ns": 14.32,
  "ctsResizeCount": 0,
  "die_width_um": 84,
  "relSlewSlack": 0.675,
  "grt_antenna_before_repair": 0,
  "totalPowerFinal_w": 0.0000482,
  "path_type_of_the_worst_setup_path": "in -> out",
  "final_std_cells_w_o_fill": 219,
  "worst_hold_path.num_cells": 4,
  "series_of_cell_instances_along_the_critical_path": "clkdlybuf4s50_1, ha_1, inv_1, fa_1, nor2b_1, o211ai_1, a21oi_1, a41oi_1, mux2i_1, clkdlybuf4s50_1",
  "ys_cells": 128,
  "drc": 0,
  "cts_hold_buffers": 0,
  "core_sq_um": 3970,
  "dr.first_iter.drc_count": 31,
  "least_setup_slack_across_all_paths_after_layout_ns": 8.07,
  "floorplan.core_util": 0.227,
  "final_layout_size_suffix_gt1_frac": 0.0178,
  "rsz_0062_raised_after_global_routing": "no"
}
final timing paths:
kind | from | to | slack (ns)
setup / recovery | Switch[0] | NewTotalBus[14] | 8.07
hold / removal | OldTotalBus[0] | NewTotalBus[0] | 8.30
routing by layer:
metal	global-route usage	wire [um]
met1	0.115	1540
met2	0.137	1340
met3	0.0128	135
met4	0	0
met5	0	0
cells by family (layout without fill, tap and decap cells):
logic type	count (synthesis)	count (layout)	share of synthesized area
simple gates	48	48	0.277
compound gates	44	44	0.340
fa+ha+maj	16	16	0.230
buf+inv	11	52	0.0596
xor+xnor	6	6	0.0583
mux	3	3	0.0347
final cells by class:
| class | instances | area share |
|---|---|---|
| Tap cell | 50 | 0.0445 |
| Multi-Input combinational cell | 117 | 0.603 |
| Timing Repair Buffer | 48 | 0.342 |
| Inverter | 4 | 0.0107 |
cells in the mapped netlist (4+ instances only):
cell type	instances
sky130_fd_sc_hd__inv_1	4
sky130_fd_sc_hd__nand4_1	4
sky130_fd_sc_hd__a21oi_1	9
sky130_fd_sc_hd__nand2_1	8
sky130_fd_sc_hd__xnor2_1	4
sky130_fd_sc_hd__o21ai_0	5
sky130_fd_sc_hd__nor3_1	11
sky130_fd_sc_hd__ha_1	15
sky130_fd_sc_hd__nor2_1	9
sky130_fd_sc_hd__a21o_1	8
sky130_fd_sc_hd__nor4_1	4
sky130_fd_sc_hd__o21a_1	4
tightest hold or removal path, stage by stage:
cell and delay (ns):
sky130_fd_sc_hd__clkdlybuf4s50_1 0.46, sky130_fd_sc_hd__ha_1 0.12, sky130_fd_sc_hd__and2_1 0.11, sky130_fd_sc_hd__clkdlybuf4s50_1 0.45
power by group:
part	total (W)	internal (W)	switching [W]
registers	0	0	0
logic	0.0000482	0.0000293	0.0000189
clock network	0	0	0
through the flow:
step | util | instance area [sq um]
after CTS | 0.354 | 1410
after floorplan | - | 902
after detailed placement | 0.354 | 1410
after global routing | 0.354 | 1410
final | 0.354 | 1410
after global placement | 0.354 | 1410
Power figures rest on the tool's default switching activity, not on a simulated workload.
