===== flow/config.mk =====
export PLATFORM = sky130hd
export DESIGN_NAME = KeyToFrequency
export DESIGN_NICKNAME = KeyToFrequency
export VERILOG_FILES = /design/flow/design.v
export SDC_FILE = /design/flow/constraint.sdc
export NUM_CORES = 4
export LEC_CHECK = 1
export CORE_AREA = 10 10 70 70
export DIE_AREA = 0 0 80 80

===== flow/constraint.sdc =====
current_design KeyToFrequency

set clk_period 2.6
set clk_io_pct 0.2

create_clock -name clk0 -period $clk_period

set non_clock_inputs [all_inputs -no_clocks]
set_input_delay [expr $clk_period * $clk_io_pct] -clock clk0 $non_clock_inputs
set_output_delay [expr $clk_period * $clk_io_pct] -clock clk0 [all_outputs]

===== flow/design.v =====
`timescale 1ns / 1ps
module KeyToFrequency(
    input [7:0] KeyboardData,
	 input Enable,
    output reg [15:0] M
    );
	 reg [7:0] En = 8'b0;
	 always @(Enable)
		if(Enable)
			En = 8'hFF;
		else
			En = 8'b0;
	always @ (Enable,KeyboardData)
		begin
			case(KeyboardData & En)
				8'h0D:
					M=16'd389;
				8'h16:
					M=16'd412;
				8'h15:
					M=16'd436;
				8'h1E:
					M=16'd462;
				8'h1D:
					M=16'd490;
				8'h24:
					M=16'd519;
				8'h25:
					M=16'd550;
				8'h2D:
					M=16'd583;
				8'h2E:
					M=16'd617;
				8'h2C:	
					M=16'd654;
				8'h36:
					M=16'd693;
				8'h35:	
					M=16'd734;
				8'h3C:
					M=16'd778;
				8'h3E:
					M=16'd824;
				8'h43:	
					M=16'd873;
				8'h46:
					M=16'd925;
				8'h44:
					M=16'd980;
				8'h4D:
					M=16'd1038;
				8'h4E:
					M=16'd1100;
				8'h54:
					M=16'd1165;
				8'h55:
					M=16'd1234;
				8'h5B:
					M=16'd1308;
				default:
					M = 16'b0;
			endcase
		end
endmodule

===== flow/run.sh =====
#!/bin/bash
# OpenROAD 26Q1-2900-gdf79404cd8, Yosys 0.63+post, stock flow scripts
make -C /OpenROAD-flow-scripts/flow DESIGN_CONFIG=/design/flow/config.mk WORK_HOME=/design/flow/orfs finish

==> results.rst <==
Physical design figures
=======================

.. list-table::
   :header-rows: 1

   * - Metric
     - Value
   * - Element type at the critical path start
     - input port
   * - Cells traversed along the worst timing path
     - clkdlybuf4s15_2 -> and2b_1 -> buf_4 -> o21ai_1 -> a21oi_2 -> a211oi_2 -> o2111ai_2 -> clkdlybuf4s50_1
   * - Basic Gates by Area
     - 55.89%
   * - Number of OpenROAD warnings
     - 34
   * - Total core area
     - 0.003416 mm^2
   * - Fmax
     - 387.6 MHz
   * - Buffering stage count on the worst path with inverters included
     - 3
   * - Router iterations before antenna repair
     - 4
   * - Max-Cap Viols
     - 0
   * - Largest non-sequential cell family by area
     - simple AND/OR/NAND/NOR gates
   * - GRT Total Usage
     - 9.011%
   * - Post-route worst hold slack
     - 1.469 ns
   * - Total half-perimeter wirelength after legalization and detailed placement
     - 2417 um
   * - Synth Area in XOR/XNOR
     - 0%
   * - Result of the run
     - completed
   * - Sequential share of the synthesized area
     - 0%
   * - Post-detailed-route count of antenna-violating nets
     - 0
   * - HP Start
     - KeyboardData[4]
   * - Slowest stage delay, CP
     - 0.43 ns
   * - Worst slack at placement
     - -0.4606 ns
   * - Via Count
     - 1071
   * - Cells on Worst Hold Path
     - 4
   * - Final cell area excluding filler cells
     - 0.001415 mm^2
   * - AND-OR/OR-AND share of the synthesized area
     - 29.46%
   * - Post-synthesis instance area
     - 743.2 um^2
   * - Worst path top cell family by delay
     - buffers and inverters
   * - Routed wirelength normalized by instance count
     - 13.23 um
   * - IO Count
     - 25
   * - Crit. Startpoint
     - KeyboardData[2]
   * - Post-layout period usage of the worst path
     - 99.23%
   * - Synthesis-to-finish area growth
     - 90.40%
   * - Mean post-synth cell area
     - 6.245 um^2
   * - Die Y
     - 80 um
   * - Hold_buf cts
     - 0
   * - Number of global-route vias before repair
     - 1059
   * - Per-cell via count in the routed design
     - 4.824
   * - Initial detailed-routing violation count
     - 71
   * - Type of the tightest min-delay check
     - input port to output pin
   * - Number of buffers added on ports
     - 20
   * - RSZ-0062 raised after global routing
     - true
   * - Slowest stage cell, crit path
     - sky130_fd_sc_hd__clkdlybuf4s50_1
   * - Final weighted congestion of routability-driven global placement
     - 0.9272
   * - Setup CP Type
     - input port to output pin
   * - Post-synthesis cell type count
     - 44
   * - Flip-flop and latch count
     - 0
   * - FF+latch area
     - 0 um^2
   * - DRC violation count after routing
     - 0
   * - Number of standard-cell rows in the floorplan
     - 21
   * - Die W
     - 80 um
   * - Slack of the critical path
     - 0.02006 ns
   * - Area fraction in mux cells
     - 1.347%
   * - Count of yosys warnings during synthesis
     - 1
   * - Fraction of layout cells with a size suffix above 1
     - 50.57%
   * - Chip area
     - 0.006400 mm^2
   * - Detailed-route wire length
     - 2938 um
   * - Number of antenna cells inserted
     - 0
   * - Post-place instance area
     - 0.001251 mm^2
   * - Power per cell area
     - 109.6 mW/mm^2
   * - Crit Path Max Fanout
     - 5
   * - Max-slew violation total from the final report
     - 0
   * - Largest net degree at the start of global routing
     - 11
   * - Yosys stat chip area
     - 743.2 um^2
   * - # setup viols final
     - 0
   * - Category of the worst setup path capture point
     - output pin
   * - Antenna violations before repair
     - 0
   * - WP data required
     - 2.08 ns
   * - Wire length of the first global-routing pass
     - 4871 um
   * - Post-synthesis share of cell area spent on full adders, half adders and majority gates
     - 0%
   * - Clock buffers
     - 0
   * - Worst vdd rail ir drop
     - 0.07574 mV
   * - Post-layout min period
     - 2.580 ns
   * - Count of endpoints failing hold in the final timing report
     - 0
   * - Pre-Place Util
     - 21.76%
   * - Hold worst-path end
     - M[10]
   * - Synthesized instance count
     - 119
   * - Arrival time reported for the critical path endpoint
     - 2.06 ns
   * - Leakage power of the design
     - 0.6384 nW
   * - # Cells Yosys
     - 119
   * - Grt ovf
     - 0
worst min-delay path, delay by kind of cell:
family,cells,cell delay (ns)
simple gates,1,0.09
compound gates,1,0.10
buf+inv,2,0.24
synthesized netlist by cell type, drive strengths merged (2+ instances only):
| cell type | count | area [um^2] |
|---|---|---|
| nor2 | 12 | 50.05 |
| nor3b | 2 | 20.02 |
| nor3 | 7 | 51.30 |
| a21oi | 6 | 30.03 |
| nand3 | 9 | 50.05 |
| nand4 | 5 | 31.28 |
| a2bb2oi | 2 | 17.52 |
| o41ai | 2 | 17.52 |
| buf | 14 | 87.58 |
| inv | 2 | 7.510 |
| a31oi | 2 | 12.51 |
| o2111ai | 2 | 17.52 |
| o22ai | 4 | 25.02 |
| nand2 | 16 | 62.56 |
| nand2b | 7 | 43.79 |
| o21ai | 7 | 35.03 |
| or2 | 2 | 15.02 |
per-layer routing:
layer	routed length [um]	share of wire, %	GRT usage, %
met3	176	6.0	1.136
met4	0	0	0.1761
met2	1324	45	14.29
met5	0	0	0
met1	1437	49	13.28
cell type report:
type	instances	area [um^2]
tap	46	57.56
inverter	2	7.507
timing repair buffer	67	548.0
fill	343	2001
multi-input combinational	107	802.0
stage by stage:
| step | instances | total power [mW] | util (%) | TNS [ns] |
|---|---|---|---|---|
| finish | 222 | 0.1551 | 41.43 | 0 |
| CTS | 220 | 0.1487 | 40.18 | -0.03672 |
| detailed placement | 218 | 0.1362 | 36.63 | -4.321 |
| floorplan | 123 | 0.06488 | - | 0 |
| global route | 222 | 0.1685 | 41.43 | -0.08161 |
| global placement | 218 | 0.1363 | 36.63 | -4.148 |
cells by family (layout without fill, tap and decap cells):
family,count (synthesis),in the layout
multiplexers,1,1
AND/OR/NAND/NOR,69,69
other,1,5
buffers and inverters,16,69
AND-OR/OR-AND,32,32
worst max-delay path by stage:
stage / cells after the start / slack [ns] / endpoint
6_report: 8 / 0.02 / M[2]
5_1_grt: 8 / -0.08 / M[2]
4_1_cts: 7 / -0.04 / M[2]
power breakdown:
| group | internal, mW | total (mW) | switching, mW | leakage [nW] |
|---|---|---|---|---|
| combinational | 0.0792 | 0.155 | 0.0758 | 0.638 |
| clock | 0 | 0 | 0 | 0 |
| sequential | 0 | 0 | 0 | 0 |
placed cells by master, fill, tap and decap left out, types with 3 or more instances in the layout:
master | synthesis | final
sky130_fd_sc_hd__o21ai_0 | 5 | 4
sky130_fd_sc_hd__o22ai_1 | 4 | 3
sky130_fd_sc_hd__buf_6 | 0 | 6
sky130_fd_sc_hd__a21oi_1 | 6 | 3
sky130_fd_sc_hd__nand4_1 | 5 | 5
sky130_fd_sc_hd__nand2_1 | 15 | 14
sky130_fd_sc_hd__buf_2 | 7 | 5
sky130_fd_sc_hd__nand3_1 | 8 | 7
sky130_fd_sc_hd__o21ai_1 | 2 | 3
sky130_fd_sc_hd__nand2b_1 | 7 | 3
sky130_fd_sc_hd__clkdlybuf4s50_1 | 0 | 7
sky130_fd_sc_hd__buf_4 | 7 | 41
sky130_fd_sc_hd__nand2b_4 | 0 | 4
sky130_fd_sc_hd__nor2_1 | 10 | 9
sky130_fd_sc_hd__conb_1 | 1 | 5
sky130_fd_sc_hd__nor3_2 | 1 | 3
what timing repair did:
action | in CTS | in global routing
setup buffers | 2 | 2
endpoints found under the hold margin | 0 | 0
resized | 60 | 15
pin swaps | 8 | 8
cloned | 0 | 0
endpoints found under the setup margin | 11 | 9
No activity file was given, so power comes from the tool's default toggle rates.
