$ cat design/flow/config.mk
export PLATFORM = sky130hd
export DESIGN_NAME = SevenSegmentDecoderWrap
export DESIGN_NICKNAME = SevenSegmentDecoderWrap
export VERILOG_FILES = /design/flow/design.v
export SDC_FILE = /design/flow/constraint.sdc
export NUM_CORES = 4
export LEC_CHECK = 1
export CORE_AREA = 10 10 98 98
export DIE_AREA = 0 0 108 108
$ cat design/flow/constraint.sdc
current_design SevenSegmentDecoderWrap

set clk_period 3.0
set clk_io_pct 0.2

create_clock -name clk0 -period $clk_period [get_ports {Clock}]

set non_clock_inputs [all_inputs -no_clocks]
set_input_delay [expr $clk_period * $clk_io_pct] -clock clk0 $non_clock_inputs
set_output_delay [expr $clk_period * $clk_io_pct] -clock clk0 [all_outputs]
$ cat design/flow/design.v
`timescale 1ns / 1ps
module AnodeClockDivider(
    input Clock,
    input Reset,
    output reg DividedClock
    );
localparam Number = 50000;
reg [15:0] counter = 16'b0;
always @ (posedge Clock or posedge Reset)
begin
	if(Reset == 1'b1)
		begin
			counter <= 16'b0;
		end
	else if (counter == Number - 1)
		begin
			counter <= 16'b0;
		end
	else
		begin
			counter <= counter + 1'b1;
		end
end
always @ (posedge Clock or posedge Reset)
begin
	if (Reset == 1'b1)
		begin
			DividedClock <= 1'b0;
		end
	else if (counter == Number - 1)
		begin
			DividedClock <= ~DividedClock;
		end
	else
		begin
			DividedClock <= DividedClock;
		end
end
endmodule
`timescale 1ns / 1ps
module AnodeShifter(
    input [1:0] Count,
    output reg [7:0] Anode
    );
    always @ (Count)
    begin
        case (Count)
            2'b0: Anode = 8'b11111110;
            2'b01: Anode = 8'b11111101;
				2'b10: Anode = 8'b11111011;
				2'b11: Anode = 8'b11110111;
            default: Anode = 8'b11111111;
        endcase
    end
endmodule
`timescale 1ns / 1ps
module DecisionMux(
    input [1:0] Select,
    input [3:0] I0,
    input [3:0] I1,
	 input [3:0] I2,
	 input [3:0] I3,
    output reg [3:0] Decision
    );
        always @(Select, I0, I1, I2, I3)
          case (Select)
             2'b0: Decision = I0;
             2'b01: Decision = I1;
				 2'b10: Decision = I2;
				 2'b11: Decision = I3;
				 default: Decision = 2'b0;
          endcase
endmodule
`timescale 1ns / 1ps
module KeyboardCodeDecoder(
	 input Clock,
    input [7:0] KeyboardCode,
    output reg [3:0] HexDigOne,
    output reg [3:0] HexDigTwo
    );
	 localparam KEYUP = 8'hF0;
	always @ (posedge Clock)
		begin
			if (KeyboardCode != KEYUP)
				begin
					HexDigOne = KeyboardCode[3:0];
					HexDigTwo = KeyboardCode[7:4];
				end
		end
endmodule
`timescale 1ns / 1ps
module AnodeChangingCounter(
    input Clock,
    output reg [1:0] Selector
    );
	 initial
		Selector = 2'b0;
	always @ (posedge Clock)
		if (Selector == 2'h3)
			Selector <= 2'b0;
		else
			Selector <= Selector + 1'b1;
endmodule
`timescale 1ns / 1ps
module SevenSegmentDecoder(
    input [3:0] Counter,
    output reg [6:0] Digit
    );
       always @(Counter)
       begin
           case (Counter)
               4'b0000 : Digit = 7'b1000000;    
               4'b0001 : Digit = 7'b1111001;    
               4'b0010 : Digit = 7'b0100100;    
               4'b0011 : Digit = 7'b0110000;    
               4'b0100 : Digit = 7'b0011001;    
               4'b0101 : Digit = 7'b0010010;    
               4'b0110 : Digit = 7'b0000010;    
               4'b0111 : Digit = 7'b1111000;    
               4'b1000 : Digit = 7'b0000000;    
               4'b1001 : Digit = 7'b0010000;    
					4'b1010 : Digit = 7'b0001000;    
					4'b1011 : Digit = 7'b0000011;    
					4'b1100 : Digit = 7'b1000110;    
					4'b1101 : Digit = 7'b0100001;    
					4'b1110 : Digit = 7'b0000110;    
					4'b1111 : Digit = 7'b0001110;    
               default : Digit = 7'b1111111;
           endcase
       end          
endmodule
`timescale 1ns / 1ps
module SevenSegmentDecoderWrap(
    input Clock,  
	 input Reset,
	 input [7:0] KeyCode,
    output [7:0] Anode,
    output [6:0] Segment
    );
    wire [3:0] Dig0, Dig1, Display;
    wire DividedClock;
	 wire [1:0] Count;
	 AnodeClockDivider ClockDiv (
    .Clock(Clock), 
    .Reset(Reset), 
    .DividedClock(DividedClock)
    );
	 AnodeChangingCounter ChangingAnodes (
    .Clock(DividedClock), 
    .Selector(Count)
    );
    AnodeShifter DisplayAnode (
    .Count(Count),
    .Anode(Anode)
    );
	 KeyboardCodeDecoder KeyDecoder (
	 .Clock(Clock),
    .KeyboardCode(KeyCode), 
    .HexDigOne(Dig0), 
    .HexDigTwo(Dig1)
    );
    DecisionMux MuxToDisplay (
    .Select(Count),
    .I0(Dig0),
    .I1(Dig1),
	 .I2(4'b0),
	 .I3(4'b0),
    .Decision(Display)
    );
    SevenSegmentDecoder GetTheSegments (
    .Counter(Display),
    .Digit(Segment)
    );
endmodule
$ cat design/flow/run.sh
#!/bin/bash
# OpenROAD 26Q1-2900-gdf79404cd8, Yosys 0.63+post, stock flow scripts
make -C /OpenROAD-flow-scripts/flow DESIGN_CONFIG=/design/flow/config.mk WORK_HOME=/design/flow/orfs finish
==> run summary <==
The layout was made with Yosys and OpenROAD.

The flow ran to the end, and the final reports show no timing, DRC or antenna violations. Per the detail_route report, vias per standard cell equal 3.69. The final routed wirelength across all metal layers is 2.75 mm. The cts-stage hold buffer count is 0. The final antenna diode count is 0. The kind of start point of the critical path is a flip-flop. A synthesized cell averages 10.7 µm². Yosys reports a chip area of 1480 µm². The synthesized netlist occupies a cell area of 1480 µm². The aggregate negative setup slack is 0 ns. The clock period could shrink to 2.84 ns. The post-route cell area is 1860 µm². The report counts max-capacitance violations totalling 0.

The root buffer cell chosen for the clock tree is sky130_fd_sc_hd__clkbuf_8. The share of the core filled with cells is 24.3%. For this design, Yosys synthesis ends with a cell count of 138. Static timing analysis puts the maximum clock frequency at 352 MHz. The detailed placer reported the number of placed instances as 260. The vias after detailed routing is 973. The cell count after synthesis came out at 138. The count of final max-slew check failures is 0. The synthesized design spends more area on one cell type than any other, namely sky130_fd_sc_hd__dfrtp_1. After layout, the worst path uses 94.7% of the clock period. The worst hold-check path type is flip-flop to flip-flop. The number of buffers added for setup after CTS is 0.

The number of warnings in the stage logs is 33. The worst endpoint data arrival time is 2.24 ns. The floorplan step defined a die boundary enclosing 11700 µm². Global routing used 8.36% of the available met2 tracks. The peak-usage layer in the global routing report is met2. The largest net degree at the start of global routing is 18. In this run, CTS created clock tree buffers numbering 3. The initial antenna violation count is 0.

In the final layout, the share of cells above drive strength 1 is 7.41%. The violation tally from detailed-route iteration zero is 41. The number of top-level pins is 25.

The dominant synthesized flop cell is sky130_fd_sc_hd__dfrtp_1. Per the OpenROAD floorplan log, the area of the core is 7650 µm². Along the worst path, the maximum fanout reaches 5. The detail-routed net length per standard cell is 10.4 µm. During placement, the flow inserted port buffers numbering 20. The final hold violation count recorded for this run is 0. The count of endpoints without a timing constraint is 6. After synthesis, the cell types taking the most area are sky130_fd_sc_hd__dfrtp_1 29%, sky130_fd_sc_hd__edfxtp_1 16%, sky130_fd_sc_hd__ha_1 9.3%.

The total number of yosys warnings is 6. The first global-routing pass estimated 4.62 mm of wire. The capture point of the critical path was reported as Segment[3].

The initialized floorplan defines 32 standard-cell rows. The critical path capture point type is an output pin. The required time of the critical path is 2.40 ns. The peak ir drop on the vdd network is 0.254 mV. The worst-case max-slew headroom was logged as 57.1%. The beginning of the worst register-to-register path is ClockDiv.counter[10]$_DFF_PP0_.

Routing resource usage on met1 recorded by global route was 6.10%. Measured along the x axis, the die boundary spans 108 µm. The type of the worst setup path is flip-flop to output pin. The total number of H-tree levels is 1.

The count of library flops with an enable pin is 8. The placed instances occupy a cell area of 1800 µm². The buffer levels on the longest clock path is 2. The global-route total usage across every layer is 4.79%.

The chip height is 108 µm. Counting flops and latches in the post-synthesis netlist gives 27. Per the synthesis report, the single largest cell type by area occupies 28.7% of cell area. The final routed DRC violation total is 0. The count of unclocked register or latch pins is 2.

For the final database, setup skew stands at 0.00591 ns. Setup repair after global routing left no endpoint under its margin. The pin closest to its max-slew limit shows a slew of 0.644 ns. In this run, distinct cell masters in the synthesized netlist total 34. The logic depth of the worst register-to-register path is 3. STA reports a reg2reg setup slack of 1.04 ns. According to the timing report, the critical path is launched from KeyDecoder.HexDigOne[1]$_DFFE_PP_. The worst setup slack after layout is 0.160 ns. Of all flip-flops after synthesis, the portion carrying an async set or reset was 63.0%. The later pin in the worst-skew pair is clocked with a latency of 0.27 ns.

Per the timing report, the most critical flop-to-flop path finishes at ClockDiv.counter[1]$_DFF_PP0_. After the flow finishes, the layout carries non-filler instances totaling 264. The via count of the first global-routing pass is 964. The timing report gives the clock slew at the launch and capture registers of the worst setup and hold paths as 0.09 ns. STA on the placed design reports a worst setup slack of 0.331 ns. For met3 alone, demand over resource in global routing was 1.27%.

The placer congestion estimate is 0.760. The half-perimeter wire length after detailed placement is 2.17 mm. The completed layout was analyzed and its total power is 0.580 mW. The analysis attributes to cell leakage a power of 0.837 nW. The count of antenna-violating nets left after detailed routing is 0. The total overflow reported by the global router is 0. The number of detailed-route iterations in the first pass is 4.

Relative to the synthesized area, the layout overhead comes to 25.4%. In the final report, the number of endpoints failing setup comes to 0. Sequential cells were found to cover 47.7% of the synthesized design area.

At the floorplan stage, the core utilization is reported as 19.4%. Power spread over the standard cell area amounts to 312 nW/µm². The CTS tree is done. The tightest hold path in the finished design has a slack of 0.488 ns.
==> layout make-up <==
cell class,count,area (µm²)
Inverter,15,56.3
Clock buffer,3,41.3
Fill cell,811,5790
Clock inverter,1,7.51
Multi-Input combinational cell,93,696
Sequential cell,27,706
Tap cell,102,128
Timing Repair Buffer,23,223
==> cell usage after synthesis, types with 3 or more instances <==
master,n
sky130_fd_sc_hd__inv_1,15
sky130_fd_sc_hd__nand3_1,9
sky130_fd_sc_hd__ha_1,11
sky130_fd_sc_hd__buf_4,4
sky130_fd_sc_hd__xor2_1,8
sky130_fd_sc_hd__mux2i_1,4
sky130_fd_sc_hd__dfrtp_1,17
sky130_fd_sc_hd__edfxtp_1,8
sky130_fd_sc_hd__nand4_1,3
sky130_fd_sc_hd__xnor2_1,8
sky130_fd_sc_hd__nor4_1,4
sky130_fd_sc_hd__nor3_1,3
sky130_fd_sc_hd__nand2_1,4
sky130_fd_sc_hd__nor2_1,15
sky130_fd_sc_hd__a22oi_1,3
==> worst min-delay path by stage <==
stage / end / startpoint / slack (ns) / depth (start not counted)
CTS: ClockDiv.counter[0]$_DFF_PP0_ / ClockDiv.counter[0]$_DFF_PP0_ / 0.49 / 1
global route: ClockDiv.DividedClock$_DFFE_PP0N_ / ClockDiv.DividedClock$_DFFE_PP0N_ / 0.51 / 1
finish: ClockDiv.counter[0]$_DFF_PP0_ / ClockDiv.counter[0]$_DFF_PP0_ / 0.49 / 1
==> report_power, final <==
part / leakage [nW] / switching [mW] / total, mW / internal (mW)
Combinational: 0.486 / 0.00802 / 0.0188 / 0.0108
Clock: 0.0217 / 0.108 / 0.202 / 0.0940
Sequential: 0.329 / 0.00189 / 0.360 / 0.358
Total: 0.837 / 0.117 / 0.580 / 0.463
==> worst max-delay path: stages (launching register included) <==
cell	delay, ns
sky130_fd_sc_hd__edfxtp_1	0.39
sky130_fd_sc_hd__a22oi_2	0.31
sky130_fd_sc_hd__inv_1	0.15
sky130_fd_sc_hd__ha_1	0.27
sky130_fd_sc_hd__mux4_2	0.45
sky130_fd_sc_hd__clkdlybuf4s50_1	0.41
==> registers in the layout, indices dropped and copies added, names as in the netlist <==
name,flops
ChangingAnodes.Selector,2
ClockDiv.DividedClock,1
ClockDiv.counter,16
KeyDecoder.HexDigOne,4
KeyDecoder.HexDigTwo,4
==> logic make-up (layout without fill, tap and decap cells) <==
group	count (synthesis)	after routing	synth area share [%]
compound gates	10	10	5.07
flops	27	27	47.7
buf+inv	21	42	6.42
other cells	1	4	0.253
simple gates	47	47	17.6
fa+ha+maj	11	11	9.30
mux	5	5	4.23
xor+xnor	16	16	9.47
==> layer usage <==
layer,up-vias,part of all wire [%]
li1,511,-
met1,446,46
met2,16,49
met3,0,5.0
met4,0,0
met5,-,0
==> cell usage in the layout, fill, tap and decap left out, types with 2 or more instances in the layout <==
cell	instances
sky130_fd_sc_hd__dfxtp_1	2
sky130_fd_sc_hd__inv_1	15
sky130_fd_sc_hd__buf_4	3
sky130_fd_sc_hd__mux2i_1	4
sky130_fd_sc_hd__xor2_1	8
sky130_fd_sc_hd__conb_1	4
sky130_fd_sc_hd__clkbuf_8	3
sky130_fd_sc_hd__clkdlybuf4s50_1	20
sky130_fd_sc_hd__dfrtp_1	17
sky130_fd_sc_hd__ha_1	11
sky130_fd_sc_hd__nand3_1	9
sky130_fd_sc_hd__edfxtp_1	8
sky130_fd_sc_hd__nor2b_1	2
sky130_fd_sc_hd__nand4_1	3
sky130_fd_sc_hd__nor2_1	15
sky130_fd_sc_hd__nor3_1	3
sky130_fd_sc_hd__nor4_1	4
sky130_fd_sc_hd__nand2_1	4
sky130_fd_sc_hd__a22oi_1	2
sky130_fd_sc_hd__xnor2_1	8
sky130_fd_sc_hd__o22ai_1	2
==> repair_timing <==
action / 4_1_cts / 5_1_grt
hold endpoints to repair: 0 / 0
setup endpoints to repair: 0 / 1
gates resized: 0 / 1
Power figures rest on the tool's default switching activity, not on a simulated workload.
